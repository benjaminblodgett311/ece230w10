**/design/flow/config.mk**
```make
export PLATFORM = sky130hd
export DESIGN_NAME = seven_seg_decoder
export DESIGN_NICKNAME = seven_seg_decoder
export VERILOG_FILES = /design/flow/design.v
export SDC_FILE = /design/flow/constraint.sdc
export NUM_CORES = 4
export LEC_CHECK = 1
export CORE_AREA = 10 10 70 70
export DIE_AREA = 0 0 80 80
```
**/design/flow/run.sh**
```bash
#!/bin/bash
# OpenROAD 26Q1-2900-gdf79404cd8, Yosys 0.63+post, stock flow scripts
make -C /OpenROAD-flow-scripts/flow DESIGN_CONFIG=/design/flow/config.mk WORK_HOME=/design/flow/orfs finish
```
**/design/flow/constraint.sdc**
```tcl
current_design seven_seg_decoder

set clk_period 4.1
set clk_io_pct 0.2

create_clock -name clk0 -period $clk_period

set non_clock_inputs [all_inputs -no_clocks]
set_input_delay [expr $clk_period * $clk_io_pct] -clock clk0 $non_clock_inputs
set_output_delay [expr $clk_period * $clk_io_pct] -clock clk0 [all_outputs]
```
**/design/flow/design.v**
```verilog
module seven_seg_decoder(
    input [3:0] A,
    input [3:0] B,
    input [3:0] AplusB,
    input [3:0] AminusB,
    input [3:0] anode,
    output reg [6:0] segs
);
    reg [3:0] selected_sig; 
       always @(*) begin
       case (anode)
          4'b1110: selected_sig = A;
          4'b1101: selected_sig = B;
          4'b1011: selected_sig = AplusB;
          4'b0111: selected_sig = AminusB;
          default: selected_sig = 4'b0000;
       endcase
    end
    always @(*) begin
        case(selected_sig)
            4'b0000: segs = 7'b1000000;        
            4'b0001: segs = 7'b1111001;        
            4'b0010: segs = 7'b0100100;        
            4'b0011: segs = 7'b0110000;        
            4'b0100: segs = 7'b0011001;        
            4'b0101: segs = 7'b0010010;        
            4'b0110: segs = 7'b0000010;        
            4'b0111: segs = 7'b1111000;        
            4'b1000: segs = 7'b0000000;
            4'b1001: segs = 7'b0010000;        
            4'b1010: segs = 7'b0001000;        
            4'b1011: segs = 7'b0000011;        
            4'b1100: segs = 7'b1000110;        
            4'b1101: segs = 7'b0100001;        
            4'b1110: segs = 7'b0000110;        
            4'b1111: segs = 7'b0001110;  
            default: segs = 7'b1111111;     
        endcase
    end
endmodule
```
==> flow_summary.toml <==
# yosys + openroad results
[status]
status = "completed"

[yosys]
synthCells = 49
top_area_frac = 0.1893
seq_area_frac_synth = 0
top_cell = "mux2i_1"
ys_warn_count = 1
yosys_area_um2 = 422.9
yosys-top-cells-count = "mux2i_1 (8), ha_1 (6), a22oi_1 (4), nand2_1 (4)"
syn_area_per_cell_um2 = 8.631
ys_types = 25
syn-cell-area_um2 = 422.9
synth.largest_area_cell = "mux2i_1"
yosysCellCount = 49
synth.area.top_cells = "mux2i_1 (19%), ha_1 (18%), a22oi_1 (7.1%)"

[route]
diodes = 0
vias = 503
wire_per_inst_um = 11.72
routed_wl_mm = 1.524
first_iter_violations = 8
viasPerCell = 3.869
firstDrtPassIters = 2
drc = 0
ant_nets = 0

[placed_design]
portBuffers = 27
routabilityCongestion = 0.8063
dp.cells = 127
hpwlAfterDp_mm = 1.323

[cells_and_area]
fillers = 366
areaGrowthSynthToFinish_pct = 96.75
clock_buffer_count = 0
seqCellArea_um2 = 0
instances_no_fill = 130
layout.area.comb_um2 = 417.9
ff_count = 0
drive_gt1_frac = 0.2500

[floorplan]
initial_core_util = 0.1238
die_h_um = 80
chip_area_um2 = 6400
die_x_um = 80
io_pins = 27
rows = 21
core_area_um2 = 3416

[timing]
period_used_share = 0.9594
slew_viol_final = 0
rsz0062_at_grt = "no"
min_period_ns = 3.934
relSlewSlack = 0.5523
tns_ns = 0
tightest_slew_ns = 0.6714
hold_viol = 0
fmax_ghz = 0.2542
setup_viol = 0

[global_route]
antenna_found_initial = 0
grt_use_total = 0.04595
grt_pass1_vias = 467
grt_pass1_wl_mm = 2.421
grt_start_max_net_pins = 14
grt-ovfl-total = 0

[setup_path]
crit_arrival_ns = 3.11
start_kind = "input pin"
timing.critical_path.from = "anode[1]"
path_cells = "clkdlybuf4s50_1 -> and4b_1 -> a22oi_1 -> o21ai_2 -> buf_4 -> ha_1 -> buf_4 -> mux2i_1 -> o22ai_1 -> clkdlybuf4s50_1"
crit_slowest_cell = "clkdlybuf4s50_1"
critPathKind = "in -> out"
crit_path_max_fanout = 5
crit_end = "segs[6]"
cp_slowest_stage_delay_ns = 0.52
end_kind = "primary output"
required_ns = 3.28

[min_path]
hp-class = "in -> out"

[flow_run]
tool_warnings = 37
maxCapViolations = 0

[pwr]
power_density_nw_per_um2 = 92.69
vdd_drop_max_uv = 19.12
p_leak_uw = 0.0003456

[clocking]
cts.hold.buffers_added = 0
## cell type report
cell class / count / share of cell area
inverters: 3 / 0.01353
repair buffers: 36 / 0.4150
well taps: 46 / 0.06917
multi-input cells: 45 / 0.5023
## where the power goes
group / leakage (uW) / switching (uW) / internal [uW]
Sequential: 0 / 0 / 0
Clock: 0 / 0 / 0
Combinational: 0.000346 / 27.7 / 49.4
## stage by stage
step	worst slack (ns)	power, uW	instance area (um2)	hold WS (ns)	util
floorplan	1.128	31.57	422.9	1.863	-
global placement	-0.05189	73.42	784.5	2.833	0.2297
detailed placement	-0.05981	74.58	784.5	2.841	0.2297
CTS	0.001299	76.38	802.0	2.840	0.2348
global route	0.0009033	84.54	832.0	2.630	0.2436
finish	0.1665	77.12	832.0	2.581	0.2436
## what timing repair did
action                     4_1_cts  5_1_grt
buffers inserted                 0        3
pin swaps                        0        2
gates resized                    4        4
setup endpoints to repair        4        7
## cells in the final DEF, fill, tap and decap left out, types with 2 or more instances in the layout
cell	instances
o21ai_2	2
buf_4	9
a22oi_1	4
ha_1	5
a22oi_2	2
and4b_1	2
inv_1	2
o22ai_1	3
nand2_1	4
clkdlybuf4s50_1	24
mux2i_1	8
dlymetal6s2s_1	3
## kinds of logic after synthesis
group / Yosys count / synth area share
AOI/OAI and AO/OA: 17 / 0.3639
muxes: 8 / 0.1894
adders and majority gates: 6 / 0.1775
xor gates and xnor gates: 1 / 0.02071
buffers and inverters: 4 / 0.05325
and+or+nand+nor: 13 / 0.1953
## critical path, delay by kind of cell
kind,cells,cell delay (ns)
and+or+nand+nor,1,0.26
adders and majority gates,1,0.18
muxes,1,0.15
AOI/OAI and AO/OA,3,0.48
buffers and inverters,4,1.23
## routing by layer
metal  wire length, um  track usage  vias up
li1                  -            -      265
met1               585      0.05208      233
met2               895      0.09310        5
met3                43     0.004545        0
met4                 0            0        0
met5                 0            0        -
## worst min path at each step
stage | start | to | slack [ns] | cells past startpoint
CTS | B[2] | segs[4] | 2.84 | 5
global route | B[2] | segs[3] | 2.63 | 5
finish | anode[3] | segs[3] | 2.58 | 6
Power figures rest on the tool's default switching activity, not on a simulated workload.
