$ cat flow/design.v
module math_block(
    input [3:0] A,
    input [3:0] B,
    output reg [3:0] AplusB,
    output reg [3:0] AminusB
);
   always @(*) begin
        AplusB = A + B;
        AminusB = A - B;
   end
endmodule
$ cat flow/run.sh
#!/bin/bash
# OpenROAD 26Q1-2900-gdf79404cd8, Yosys 0.63+post, stock flow scripts
make -C /OpenROAD-flow-scripts/flow DESIGN_CONFIG=/design/flow/config.mk WORK_HOME=/design/flow/orfs finish
$ cat flow/config.mk
export PLATFORM = sky130hd
export DESIGN_NAME = math_block
export DESIGN_NICKNAME = math_block
export VERILOG_FILES = /design/flow/design.v
export SDC_FILE = /design/flow/constraint.sdc
export NUM_CORES = 4
export LEC_CHECK = 1
export CORE_AREA = 10 10 70 70
export DIE_AREA = 0 0 80 80
$ cat flow/constraint.sdc
current_design math_block

set clk_period 2.6
set clk_io_pct 0.2

create_clock -name clk0 -period $clk_period

set non_clock_inputs [all_inputs -no_clocks]
set_input_delay [expr $clk_period * $clk_io_pct] -clock clk0 $non_clock_inputs
set_output_delay [expr $clk_period * $clk_io_pct] -clock clk0 [all_outputs]
==> notes.md <==
Main metrics from the flow reports.

The worst path buffer plus inverter count came out at 3. Per Yosys stat, the portion of area used by sequential elements is 0. The pin count of the biggest net entering global routing came out at 5. Derived from the worst setup path, the maximum achievable clock frequency is 402 MHz.

The pre-placement core utilization is 0.0696. The number of remaining DRC errors is 0. The fraction of layout instances using a drive strength above 1 is 0.239. Setup repair after global routing left no endpoint under its margin. From the final report, the count of setup violators was given as 0.

The cell taking the most area after synthesis is ha_1. The power report puts the leakage power at 0.245 nW. The chip occupies 6400 sq um. Across the VDD grid, the largest voltage drop is 0.0000620 V.

The via count normalized by instance count is 2.35. The share of total power dissipated in combinational logic is 1.000. Sorting the synthesized cells by area gives the leading types as ha_1 (32%), fa_1 (17%), xor2_1 (15%). The worst relative slew slack came out at 0.830. The global-route congestion overflow total is 0. The total of max-cap violations is 0.

The routed wire length is 708 microns. The floorplan report gives the top-level pin count as 16. The iteration tally of the first detailed-router pass came out at 1. The worst path needs 2.49 ns of the cycle, external delays included.

The largest incremental delay on the critical path is 0.53 ns. At the end of the flow the core is filled with cells to 0.147. In this run, the number of DRC markers left after iteration 0 of detailed routing was 0. The area of the core is 3420 sq um. The final HPWL from detailed placement came out at 674 microns. The worst hold-check slack is 1.71 ns. The weighted congestion at the end of routability-driven global placement is 0.739.

The post-synth area from yosys stat came out at 238 sq um. The post-route fraction of the period consumed by the critical path is 0.957. The most congested layer reported by global routing is met2.

Summing over every cut layer, the via total after detailed routing is 216. met2 track demand over resource after global routing is 0.0409. The detail route stage leaves a number of antenna-violating nets equal to 0. The footprint of the flip-flops and latches is 0 sq um. By startpoint and endpoint, the worst setup path is classified as input port to primary output. The slew of the pin with the lowest slew margin is 0.254 ns. The floorplan has 21 rows. The global-route wire length before repair is 1170 microns. The commonest cells after synthesis are inv_1 (9), ha_1 (6), xor2_1 (4).

In this run the vertical extent of the chip is 80 microns. The slowest stage of the critical path belongs to the cell fa_1. The internal power of the cells is 0.0570 mW. The initial antenna violation count is 0. The data arrival time at the worst-slack endpoint is 1.97 ns. The required arrival time at the worst endpoint is 2.08 ns. The cell count after synthesis came out at 28.

The layout sequential cell count came out at 0. The hold violation total from the final report came out at 0. STA classifies the critical path startpoint as an input port. The path class of the lowest-slack min-delay path is input port to primary output. The areal power density over the cells came out at 176 nW/um^2. The number of port buffers is 16. The run finished with clean final reports. The power consumption came out at 0.0883 mW. Per the detail_route report, routed wire per instance is 7.70 microns. The signal on the critical path passes through dlygate4sd2_1 > buf_4 > fa_1 > clkdlybuf4s50_1. The post-synthesis cell type count came out at 11. The total routing usage reported by global routing is 0.0222. Excluding fillers, the count of instances in the completed layout stands at 92. The proportion of total power due to net switching came out at 0.354. The critical-path maximum fanout is 4.

The met3 track demand over resource is 0.00227. The power report attributes to the clock group a share of 0. Hold repair after CTS inserted 0 buffers.

The number of cells in the design after placement came out at 92. Per STA, the worst path accumulates the most delay in the family buffers and inverters. The die is 80 microns wide. The number of cells in the yosys synthesis report came out at 28. The power report puts the net switching power at 0.0313 mW. The number of antenna diodes in the final layout is 0.

Yosys instantiated no cell more often than inv_1. The synthesis-to-layout area growth is 111%. The number of warnings printed during yosys synthesis is 1.

The register share of total power came out at 0. The total of clock buffers placed in the layout is 0. The number of OpenROAD warnings is 35. The via count of the first global-routing pass is 259. STA classifies the critical path endpoint as a primary output. The synthesized netlist occupies a cell area of 238 sq um.

The number of pins with negative max-slew slack in the final report is 0. The met1 track utilization from global routing came out at 0.0286. The mean post-synth cell area is 8.49 sq um. Of the post-synthesis cell area, the dominant cell type holds 0.316.

The setup TNS after final layout is 0 ns.
[metal layers]
| layer | vias up | part of all wire |
|---|---|---|
| li1 | 119 | - |
| met1 | 89 | 0.47 |
| met2 | 8 | 0.50 |
| met3 | 0 | 0.027 |
| met4 | 0 | 0 |
| met5 | - | 0 |
[stage by stage]
step / cell area [sq um] / worst slack [ns]
3_3_place_gp: 473 / -0.339
2_1_floorplan: 238 / 0.697
6_report: 502 / 0.113
3_5_place_dp: 473 / -0.366
5_1_grt: 502 / 0.0217
4_1_cts: 497 / 0.00585
[path summary, 6_finish.rpt]
check / from / endpoint / slack [ns] / cells past startpoint
max: A[1] / AminusB[1] / 0.11 / 4
min: B[2] / AplusB[3] / 1.71 / 5
[power by group through the flow]
| stage | combinational (mW) | sequential, mW | clock (mW) |
|---|---|---|---|
| after CTS | 0.0926 | 0 | 0 |
| after global routing | 0.101 | 0 | 0 |
| final | 0.0883 | 0 | 0 |
[final cells by class]
type / instances / area [sq um]
inverter: 9 / 33.8
multi-input combinational: 17 / 225
fill: 398 / 2910
timing repair buffer: 20 / 185
tap: 46 / 57.6
[timing repair]
action / in CTS / in global routing
pin swaps: 4 / 2
setup buffers: 0 / 0
gates resized: 13 / 3
setup endpoints to repair: 6 / 2
[logic make-up (layout without fill, tap and decap cells)]
logic type      count (synthesis)  after routing  share of synthesized area
fa+ha+maj                       8              8                      0.484
buf+inv                        11             29                      0.195
xor+xnor                        5              5                      0.184
simple gates                    1              1                     0.0158
compound gates                  3              3                      0.121
[cell usage in the layout (no fill, tap or decap), drive strengths merged]
master,instances
a21o,1
a221oi,1
a31oi,1
buf,4
clkdlybuf4s50,6
dlygate4sd2,8
dlymetal6s2s,2
fa,2
ha,6
inv,9
nor2,1
xnor2,1
xor2,4
No activity file was given, so power comes from the tool's default toggle rates.
